===== flow/config.mk =====
export PLATFORM = sky130hd
export DESIGN_NAME = pwm_adc
export DESIGN_NICKNAME = pwm_adc
export VERILOG_FILES = /design/flow/design.v
export SDC_FILE = /design/flow/constraint.sdc
export NUM_CORES = 4
export LEC_CHECK = 1
export CORE_AREA = 10 10 113 113
export DIE_AREA = 0 0 123 123

===== flow/constraint.sdc =====
current_design pwm_adc

set clk_period 2.6
set clk_io_pct 0.2

create_clock -name clk0 -period $clk_period [get_ports {clk_i}]

set non_clock_inputs [all_inputs -no_clocks]
set_input_delay [expr $clk_period * $clk_io_pct] -clock clk0 $non_clock_inputs
set_output_delay [expr $clk_period * $clk_io_pct] -clock clk0 [all_outputs]

===== flow/design.v =====
module pwm_adc(
	input				pwm_adc_in	,
	input				clk_i		,
	input				rst_n_i		,
	output	reg 		pwm_out		,
	output	reg [7:0]	pwm_adc_out	
);
reg adc_in_reg;
always @(posedge clk_i or negedge rst_n_i) begin
	if (~rst_n_i) 
		adc_in_reg <= 1'b0;
	else 
		adc_in_reg <= pwm_adc_in;
end
wire falling_edge_flag;
assign falling_edge_flag = adc_in_reg & (~pwm_adc_in);
reg [7:0] cnt;
always @(posedge clk_i or negedge rst_n_i) begin
	if (~rst_n_i) 
		cnt <= 1'b0;
	else if (cnt == 8'hff)
		cnt <= 1'b0;
	else 
		cnt <= cnt+8'b1;
end
reg [7:0] pwm_set;
always @(posedge clk_i or negedge rst_n_i) begin
	if (~rst_n_i) 
		pwm_set <= 1'b0;
	else if (cnt == 8'hff)
		pwm_set <= pwm_set +1'b1;
	else 
		pwm_set <= pwm_set;
end
always @(posedge clk_i or negedge rst_n_i) begin
	if (~rst_n_i) 
		pwm_out <= 1'b1;
	else if (falling_edge_flag)
		pwm_out <= 1'b0;
	else if (cnt < pwm_set)
		pwm_out <= 1'b1;
	else 
		pwm_out <= 1'b0;
end
always @(posedge clk_i or negedge rst_n_i) begin
	if (~rst_n_i) 
		pwm_adc_out <= 8'b0;
	else if (falling_edge_flag)
		pwm_adc_out <= pwm_set;
	else 
		pwm_adc_out <= pwm_adc_out;
end
endmodule

===== flow/run.sh =====
#!/bin/bash
# OpenROAD 26Q1-2900-gdf79404cd8, Yosys 0.63+post, stock flow scripts
make -C /OpenROAD-flow-scripts/flow DESIGN_CONFIG=/design/flow/config.mk WORK_HOME=/design/flow/orfs finish

==> results.txt <==
yosys + openroad results -> Hold Buf Count CTS 0, CTS root buffer clkbuf_8, Setup TNS 0 ns, RSZ-0062 raised after global routing no, Hold WS 0.485 ns, Post-synth area hogs dfrtp_1, ha_1, xnor2_1, total congestion overflow 0, Fmax 554 MHz, Slowest cell on crit path dfstp_2, P&R area growth vs syn 26.7%, Worst-Margin Slew around 0.52 ns, DP HPWL 1850 um, TritonCTS clock tree done, mean post-synth cell area 11.1 um2, Synth Flop Type dfrtp_1, CP required 2.08 ns, first-pass GRT wire length ~4300 um, Die H 123 um, min-delay worst type flop to flop, total power approximately 0.75 mW, share of flip-flops with an asynchronous set or reset approximately 100%, sequential share of the synthesized area 51.2%, TritonCTS Buffers 3, Reg area 652 um2, layout cell share with drive strength beyond 1 10.9%, leak pwr roughly 0.64 nW, Final setup viols 0, Seq pwr share 54.2%, Wirelength per Cell between 9 and 10 um, min Tclk post-route 1.81 ns, final instance area 1610 um2, final WL 2470 um, Worst Setup End Kind output pin, vias in the first global route 819, Port-buffer cells 11, Slew HR 65.0%, status finished clean, Syn. warnings 1, Int Power 0.615 mW, mapped cell area 1270 um2, maximum VDD drop 247 uV, Max-cap violations 0, GPL Wtd Cong 0.792, Tcrit/Tclk final 69.5%, Area leader share 49.1%, Pwr Density 463 nW/um2, combinational power share 2.0%, DR vias roughly 840, Switching Share roughly 18%, Vias/cell 3.17, die area around 15000 um2, Switch Pwr 0.133 mW, CTS max path bufs 2, Worst Setup Path Type flop to output pin, Final Skew ~0.0042 ns, post-synth top area cell dfrtp_1, Late-Pin Clk Latency ~0.27 ns, synth unique cells 28, CP top delay family flip-flops, clock slew at reported path FFs 0.09 ns, initial antenna violation count 0, ANT nets after route 0, largest net degree at the start of global routing 17, Total GRT Usage 3.53%, number of inserted diodes 0, # rows 37, Final Hold Viols 0, post-cts gate resize count 0, IO Count 12, Buf+Inv Stages, Crit Path 1, critical path cell sequence clkdlybuf4s50_1, CP peak stage delay 0.55 ns, Init Core Util approximately an eighth, tool warnings 25, total setup buffers inserted after CTS 0, DRC 0, DR pass1 iterations 4, register bit total from synthesis 26, DRT iter0 DRCs about 45, placed inst area between 1500 and 2000 um2, Chip Area, Yosys ~1300 um2, Placeable Area around 10000 um2, EDFF count, synth 0, Startpoint Class flop, cell count listed in synth_stat.txt around 120, Multi-input gate area 554 um2, largest fanout on the critical path 1, largest registers cnt x8, pwm_adc_out x8, pwm_set x8, Fillers 1126, Synth Instances 115, data arrival time of the worst path 1.29 ns, Clock power frac 43.8%, Max H-tree Level 1, Sink Count 26, chip width 123 um, Max Slew Vio Count 0
==> placed cells by master (no fill, tap or decap), types with 7 or more instances in the layout <==
master and instances:
xnor2_1 7, nand2_1 10, o21ai_0 9, inv_1 13
clkdlybuf4s50_1 11, dfrtp_1 25, ha_1 9
==> metal layers <==
layer  GRT usage (%)  up-vias  routed length, um
met5               0        -                  0
met2            4.69       14                946
met1            5.39      399               1280
met4           0.146        0                 11
met3            1.57        2                226
li1                -      422                  -
==> cell usage after synthesis, types with 3 or more instances <==
cell and n:
xor2_1 4, a21oi_1 4, nand3_1 4, nor2_1 3
dfrtp_1 25, nor4_2 4, inv_1 13, xnor2_1 7
ha_1 9, o21ai_0 9, nand2_1 10, nand4_1 4
==> power groups by stage <==
stage | Clock, mW | Combinational [mW] | Sequential (mW)
4_1_cts | 0.336 | 0.0160 | 0.405
5_1_grt | 0.357 | 0.0177 | 0.405
6_report | 0.328 | 0.0151 | 0.405
==> stage by stage <==
step                      std cells  worst slack [ns]  util (%)
after detailed placement        260             0.654      14.9
after global routing            264             0.731      15.6
after global placement          260             0.697      14.9
after floorplan                 115              1.26         -
final                           264             0.794      15.6
after CTS                       264             0.763      15.6
==> cell families after synthesis <==
family / after synthesis / share of synthesized area [%]
compound gates: 17 / 7.96
xor+xnor: 11 / 7.56
fa+ha+maj: 9 / 8.84
buf+inv: 16 / 5.30
flops: 26 / 51.2
mux: 2 / 1.77
simple gates: 34 / 17.4
==> worst reg2reg max path: stages, from the launching register on <==
cell	delay, ns
dfrtp_1	0.42
ha_1	0.22
nand3_2	0.30
nor2_4	0.27
mux2_1	0.34
==> final cells by class <==
type,count,share of cell area (%)
clock buffers,3,2.56
clock inverters,1,1.86
inverters,13,3.02
multi-input cells,73,34.3
flip-flops and latches,26,40.4
well taps,136,10.5
repair buffers,12,7.29
==> final timing paths <==
check | slack, ns | from | depth (start not counted) | end
setup reg to reg | 0.94 | cnt[0] | 4 | pwm_set[1]
max in group asynchronous | 1.42 | rst_n_i | 2 | pwm_set[0]
hold / removal | 0.49 | pwm_adc_out[7] | 2 | pwm_adc_out[7]
min in group asynchronous | 0.59 | rst_n_i | 1 | pwm_adc_out[5]
setup / recovery | 0.79 | pwm_out | 1 | pwm_out
hold reg to reg | 0.49 | pwm_adc_out[7] | 2 | pwm_adc_out[7]
Power is estimated from default activity; no workload was simulated.
