<file path="flow/design.v">
module acculator #(parameter OUTCNT_MAX = 11'd2047)
(
	input			iclk			,
	input			irstn			,
	input	[2:0]	FSM_state		,
	input			nkey_freq_con	,
	input 	[7:0]	pwm_adc_out		,
	output reg	[10:0]	odac_adder	
);
	localparam	FREQMODE = 3'b010;
	localparam	FREQ_CONF_L = 2'b00,FREQ_CONF_M = 2'b01,FREQ_CONF_H = 2'b11;
	reg	[2:0]	freq_conf_state;
	always @(posedge iclk or negedge irstn) begin
		if (~irstn)
			freq_conf_state <= FREQ_CONF_L;
		else if((FSM_state == FREQMODE) && (~nkey_freq_con)) begin
			case (freq_conf_state)
				FREQ_CONF_L: freq_conf_state <= FREQ_CONF_M;
				FREQ_CONF_M: freq_conf_state <= FREQ_CONF_H;
				FREQ_CONF_H: freq_conf_state <= FREQ_CONF_L;
				default: 	freq_conf_state <= FREQ_CONF_L;
			endcase
		end
		else 
			freq_conf_state <= freq_conf_state;
	end
	reg	[23:0]	 freq_byte;
	always @(posedge iclk or negedge irstn) begin
		if (~irstn)
			freq_byte <= 1'b1;
		else if(FSM_state == FREQMODE) begin
			case (freq_conf_state)
				FREQ_CONF_L	: freq_byte[7 : 0] <= pwm_adc_out;
				FREQ_CONF_M	: freq_byte[13: 8] <= pwm_adc_out;
				FREQ_CONF_H	: freq_byte[23:16] <= pwm_adc_out;
				default		: freq_byte[7 : 0] <= pwm_adc_out;
			endcase
		end
		else
			freq_byte <= freq_byte;
	end
	always @(posedge iclk or negedge irstn) begin
		if (~irstn)
			odac_adder <= 1'b0;
		else if(odac_adder == OUTCNT_MAX)
			odac_adder <= 1'd0;
		else
			odac_adder <= odac_adder + freq_byte[23:13];
	end
endmodule
</file>
<file path="flow/run.sh">
#!/bin/bash
# OpenROAD 26Q1-2900-gdf79404cd8, Yosys 0.63+post, stock flow scripts
make -C /OpenROAD-flow-scripts/flow DESIGN_CONFIG=/design/flow/config.mk WORK_HOME=/design/flow/orfs finish
</file>
<file path="flow/config.mk">
export PLATFORM = sky130hd
export DESIGN_NAME = acculator
export DESIGN_NICKNAME = acculator
export VERILOG_FILES = /design/flow/design.v
export SDC_FILE = /design/flow/constraint.sdc
export NUM_CORES = 4
export LEC_CHECK = 1
export CORE_AREA = 10 10 113 113
export DIE_AREA = 0 0 123 123
</file>
<file path="flow/constraint.sdc">
current_design acculator

set clk_period 5.0
set clk_io_pct 0.2

create_clock -name clk0 -period $clk_period [get_ports {iclk}]

set non_clock_inputs [all_inputs -no_clocks]
set_input_delay [expr $clk_period * $clk_io_pct] -clock clk0 $non_clock_inputs
set_output_delay [expr $clk_period * $clk_io_pct] -clock clk0 [all_outputs]
</file>
==> results.md <==
| Result | This run | Unit |
|:---|:---|:---|
| Total iterations of the first detailed-routing run | 4 | - |
| Share of final-layout standard cells stronger than drive strength 1 | 15.3 | % |
| Cell area after synthesis | 1240 | um^2 |
| Hpwl dp | 2.45 | mm |
| Number of nets with antenna violations after routing | 0 | - |
| Number of synthesized flops with an enable pin | 0 | - |
| Synthesis area per yosys | 1240 | um^2 |
| CP cell instances | clkdlybuf4s50_1 -> nor3b_1 -> and2_1 -> mux2_2 | - |
| Endpoint of the lowest-slack register-to-register path | odac_adder[10]$_DFF_PN0_ | - |
| Maximum VDD drop | 0.0769 | mV |
| Max clock buf depth | 2 | - |
| Via Count | 919 | - |
| Number of antenna violations at the first check in global routing | 0 | - |
| Post-route worst hold slack | 0.520 | ns |
| Count of buffers added by post-CTS timing repair for setup | 0 | - |
| Area inside the core boundary | 10300 | um^2 |
| Cell depth of the worst min-delay path | 1 | - |
| Number of placed I/O pins | 25 | - |
| CP Capture Point | freq_byte[18]$_DFFE_PN0P_ | - |
| Cells on worst reg2reg path | 6 | - |
| Vias in the first global route | 967 | - |
| Worst Setup End Kind | register | - |
| Crit path DRT | 5.15 | ns |
| Area of the chip | 15100 | um^2 |
| Proportion of synthesized flip-flops having asynchronous set or reset | 100 | % |
| Setup_tns | 0 | ns |
| Relative area change from synthesis to final layout | 35.8 | % |
| Areal power density over the cells | 187 | nW/um^2 |
| Worst min path class | register to register | - |
| Final Hold Violating Endpoints | 0 | - |
| Final number of max-transition violations | 0 | - |
| Cts bufs inserted | 3 | - |
| Maximum level of the CTS H-tree | 1 | - |
| Fraction of the core area occupied by cells at floorplan | 12.0 | % |
| Tally of yosys warning messages | 1 | - |
| Via count normalized by instance count | 3.37 | - |
| Tool warnings | 25 | - |
| RSZ-0062 raised after global routing | false | - |
| Number of resized instances in the post-cts repair step | 0 | - |
| Transition time at the pin with the least slew margin | 0.532 | ns |
| Cells after synthesis | 111 | - |
| Highest clock frequency the design can meet | 408 | MHz |
| Outcome | finished, final reports clean | - |
| CTS tree | done | - |
| Total leakage power | 0.750 | nW |
| Synth Register Bits | 23 | - |
| WP data arrival | 2.60 | ns |
| Worst skew pair latency | 0.26 | ns |
| Launch point of the worst path | FSM_state[1] | - |
| Wirelength per Cell | 11.0 | um |
| Largest net degree at the start of global routing | 24 | - |
| Die outline height | 123 | um |
| Starting DRC count in detailed routing | 74 | - |
| Mean cell area of the mapped netlist | 11.2 | um^2 |
| Biggest fanout along the worst timing path | 8 | - |
| Max-slew headroom | 63.6 | % |
| Number of standard cells reported by yosys | 111 | - |
| Die width | 123 | um |
| Number of filler instances in the final layout | 1129 | - |
| Largest stage delay on the critical path | 0.45 | ns |
| Crit path launch type | input pin | - |
| Number of maximum-capacitance constraint violations | 0 | - |
| Startpoint of the lowest-slack register-to-register path | odac_adder[0]$_DFF_PN0_ | - |
| Worst clock skew on the final layout | 0.00194 | ns |
| Worst-path cell with the longest stage delay | sky130_fd_sc_hd__and2_1 | - |
| Sum of overflow across all layers after global routing | 0 | - |
| Cell at the root of the clock tree | sky130_fd_sc_hd__clkbuf_8 | - |
| Quantity of I/O buffers inserted on ports | 24 | - |
| Hold buffers post-CTS | 0 | - |
| Final weighted congestion in routability-driven placement | 0.821 | - |
| Global router's overall resource usage | 4.09 | % |
| Global-route wire length before repair | 4.95 | mm |
| Final wirelength | 2.99 | mm |
| Commonest flop | sky130_fd_sc_hd__dfrtp_1 | - |
| Antenna cell count | 0 | - |
| Type of the worst setup path | input pin to register | - |
| Row count | 37 | - |
| Number of distinct library cells after synthesis | 35 | - |
| Final Setup Violations | 0 | - |
| Clock-pin slew on the worst setup and hold paths | 0.08 | ns |
| DRC Markers | 0 | - |
| Final critical-path share of the clock period | 49.0 | % |
| Total power of the final layout | 0.316 | mW |
| Final Critical Period | 2.45 | ns |
| Total clock sinks | 23 | - |
| Proportion of synthesized chip area in sequential cells | 46.5 | % |
| Worst setup slack for register-to-register paths | 3.24 | ns |
==> cell type report <==
type | instances | area (um^2) | area share, %
clock inverter | 1 | 5.00 | 0.297
timing repair buffer | 25 | 248 | 14.7
clock buffer | 3 | 41.3 | 2.45
sequential | 23 | 577 | 34.2
multi-input combinational | 84 | 641 | 38.0
inverter | 1 | 3.75 | 0.223
tap | 136 | 170 | 10.1
==> layer usage <==
layer	track usage [%]	wire (um)	vias up
li1	-	-	460
met1	5.04	1310	445
met2	7.26	1540	12
met3	1.06	126	2
met4	0.437	11	0
met5	0	0	-
==> cells in the final DEF (no fill, tap or decap), drive strengths merged, types with 2 or more instances in the layout <==
master         instances
clkbuf                 3
mux2                  12
a31oi                  2
nand4                  2
ha                     9
and3                   3
o21ai                  5
nand3                  5
nor2                   6
dfrtp                 22
nand2b                 4
and2                   3
mux2i                  2
xor2                   4
nor3                   4
nor2b                  2
clkdlybuf4s50         24
and4                   2
a21oi                  3
nand2                  7
==> worst max-delay path, delay by kind of cell <==
family                 cells  cell delay, ns
multiplexers               1            0.39
AND/OR/NAND/NOR            2            0.77
buffers and inverters      1            0.44
==> metrics by stage <==
stage | area, um^2 | setup WS [ns] | util [%] | cells
final | 1690 | 2.55 | 16.3 | 273
after global routing | 1690 | 2.42 | 16.3 | 273
after CTS | 1690 | 2.51 | 16.3 | 273
after detailed placement | 1640 | 2.23 | 15.9 | 269
after global placement | 1640 | 2.27 | 15.9 | 269
after floorplan | 1240 | 2.98 | - | 111
==> cell families after synthesis <==
group                      after synthesis  share of synthesized area [%]
and+or+nand+nor                         40                           18.2
DFF                                     23                           46.5
AOI/OAI and AO/OA                       16                           8.27
muxes                                   14                           12.5
adders and majority gates                9                           9.07
xor gates and xnor gates                 5                           3.53
buffers and inverters                    4                           1.91
==> cell usage after synthesis, types with 2 or more instances <==
| master | number | area share, % |
|---|---|---|
| sky130_fd_sc_hd__a21oi_1 | 3 | 1.2 |
| sky130_fd_sc_hd__a31oi_1 | 2 | 1.0 |
| sky130_fd_sc_hd__and2_1 | 3 | 1.5 |
| sky130_fd_sc_hd__and3_4 | 2 | 1.8 |
| sky130_fd_sc_hd__dfrtp_1 | 22 | 44 |
| sky130_fd_sc_hd__ha_1 | 9 | 9.1 |
| sky130_fd_sc_hd__mux2_2 | 12 | 11 |
| sky130_fd_sc_hd__mux2i_1 | 2 | 1.6 |
| sky130_fd_sc_hd__nand2_1 | 7 | 2.1 |
| sky130_fd_sc_hd__nand2b_1 | 4 | 2.0 |
| sky130_fd_sc_hd__nand3_1 | 5 | 2.0 |
| sky130_fd_sc_hd__nand4_1 | 2 | 1.0 |
| sky130_fd_sc_hd__nor2_1 | 6 | 1.8 |
| sky130_fd_sc_hd__nor2b_1 | 2 | 1.0 |
| sky130_fd_sc_hd__nor3_1 | 4 | 1.6 |
| sky130_fd_sc_hd__o21ai_0 | 4 | 1.6 |
| sky130_fd_sc_hd__xor2_1 | 4 | 2.8 |
==> worst min-delay path by stage <==
stage | from | endpoint | slack, ns
after global routing | freq_byte[22]$_DFFE_PN0P_ | freq_byte[22]$_DFFE_PN0P_ | 0.54
after CTS | freq_byte[13]$_DFFE_PN0P_ | freq_byte[13]$_DFFE_PN0P_ | 0.52
final | freq_byte[17]$_DFFE_PN0P_ | freq_byte[17]$_DFFE_PN0P_ | 0.52
==> where the power goes <==
group	switching [mW]	internal, mW
clock network	0.0591	0.0556
registers	0	0.186
logic	0.00527	0.00984
Power and IR drop assume default switching activity.
